==> /design/flow/design.v <==
`timescale 1ns / 1ps
module bht (
    input clk, 
    input rst, 
    input [7:0] tag, 
    input [7:0] tagE, 
    input br, 
    input [6:0] Opcode_EX, 
    output PredictF  
);
localparam BR_OP = 7'b110_0011; 
reg [1:0] Valid[255 : 0] ; 
assign PredictF = Valid[tag][1]; 
localparam SN = 2'b00; 
localparam WN = 2'b01; 
localparam WT = 2'b10; 
localparam ST = 2'b11; 
always @ (posedge clk or posedge rst) begin
    if (rst) begin
        for (integer i = 0; i < 256; i++ ) begin
            Valid[i] <= WN; 
        end
    end
    else begin
        if (Opcode_EX == BR_OP) begin
            if (br) begin
                Valid[tagE] <= (Valid[tagE] == ST) ? ST : Valid[tagE] + 2'b01;
            end
            else begin
                Valid[tagE] <= (Valid[tagE] == SN) ? SN : Valid[tagE] - 2'b01; 
            end
        end
    end
end
endmodule
==> /design/flow/run.sh <==
#!/bin/bash
# OpenROAD 26Q1-2900-gdf79404cd8, Yosys 0.63+post, stock flow scripts
make -C /OpenROAD-flow-scripts/flow DESIGN_CONFIG=/design/flow/config.mk WORK_HOME=/design/flow/orfs finish
==> /design/flow/config.mk <==
export PLATFORM = sky130hd
export DESIGN_NAME = bht
export DESIGN_NICKNAME = bht
export VERILOG_FILES = /design/flow/design.v
export SDC_FILE = /design/flow/constraint.sdc
export NUM_CORES = 4
export LEC_CHECK = 1
export CORE_UTILIZATION = 50
==> /design/flow/constraint.sdc <==
current_design bht

set clk_period 9.8
set clk_io_pct 0.2

create_clock -name clk0 -period $clk_period [get_ports {clk}]

set non_clock_inputs [all_inputs -no_clocks]
set_input_delay [expr $clk_period * $clk_io_pct] -clock clk0 $non_clock_inputs
set_output_delay [expr $clk_period * $clk_io_pct] -clock clk0 [all_outputs]
==> Slide: Implementation Results <==
Physical Implementation Snapshot

Run status
  – Status: finished clean

CTS
  – Max clock buf depth: 3
  – Clk sinks: 512
  – H-tree levels: 2
  – CTS tree: done
  – Clock Tree Root: clkbuf_16
  – Num CTS Buffers: 55
  – Reg clk slew, reported paths: 0.06 ns
  – CTS Hold Bufs: 0
  – Latency at later pin: 0.66 ns
  – Postcts setup bufs: 0
  – Post-CTS sizing: 0

Floorplanning
  – Die area: 0.06044 sq mm
  – # IOs: 27
  – Die outline width: 245.9 um
  – Row cnt: 89
  – Floorplan Utilization: 50.47%
  – Core area: 0.05891 sq mm
  – Die H: 245.9 um

Drt
  – Vias: 34,728
  – WL/cell: 45.47 um
  – Antenna Nets Post-Route: 0
  – Via density: 8.233
  – Drt first-iter violations: 5,445
  – DRC violation count after routing: 0
  – Final wirelength: 191.8 mm
  – TritonRoute pass-1 iters: 13

Setup path
  – CP Data Arrival Time: 8.65 ns
  – Crit path max-delay family: simple AND/OR/NAND/NOR gates
  – Setup crit start kind: input port
  – Setup CP Type: input port to flip-flop
  – Critical path required time: 10.36 ns
  – CP max-delay cell: nor4_1
  – Critical path's most frequent cell: buf_4
  – CP max stage delay: 0.98 ns
  – Critical path capture point type: flip-flop
  – Crit path buf inv count: 6
  – Crit Path Max Fanout: 114
  – CP cell instances: buf_4, buf_4, and4b_1, buf_4, nand3_1, nand4_1, nor4_1, nand4_1, nor4_1, buf_4, o31ai_4, buf_4, buf_12, a31oi_1

Placement
  – IO Port Bufs: 26
  – DP Wirelength: 129.0 mm
  – Cells after DPL: 4,069
  – Placed cell area: 0.03084 sq mm
  – Final Wtd Congestion: 1.224

Timing
  – Transition time of the tightest slew-check pin: 1.327 ns
  – Hold_ws: 0.5001 ns
  – Fmax: 0.1237 GHz
  – Slew Limit Headroom: 11.34%
  – Setup TNS: 0 ns
  – Fin crit share: 82.51%
  – Final hold violation count: 0
  – Setup Skew: 0.04103 ns
  – RSZ-0062 raised after global routing: false
  – # setup viols final: 0
  – Max-slew violations: 0
  – Min Tclk post-route: 8.086 ns

Global route
  – Tot GR Track Use: 66.38%
  – Total gr overflow: 0
  – Antenna violations before repair: 28
  – Number of global-route vias before repair: 32,555
  – First-pass GRT wire length: 260.6 mm
  – Largest net degree at the start of global routing: 133

Power
  – Leakage: 12.22 nW
  – Clock power share: 44.6%
  – Power per cell area: 142.1 mW/mm^2
  – Sequential fraction of design power: 45.9%
  – Sw Ratio: 28.38%
  – Internal power: 0.003326 W
  – Combinational power share: 9.5%
  – Maximum VDD drop: 0.1682 mV
  – P_sw: 0.001318 W

Finish
  – Max reg flops: 512
  – Fraction of layout cells with a size suffix above 1: 17.09%
  – Biggest regs: Valid: 512 flops
  – Filler instances: 4,881
  – Register area: 0.01313 sq mm
  – Non-Filler Instances: 4,218
  – Largest Register: Valid
  – Area delta synth->final: 9.931%
  – Comb area: 0.01518 sq mm
  – Final Cell Area: 0.03269 sq mm

Logic synthesis
  – Post-synth ARST share: 100.0%
  – Cell Type Count: 79
  – Ys flops: 512
  – Syn_area_per_cell: 8.568 sq um
  – Cell Area, Synth: 0.02973 sq mm
  – YS chip area: 0.02973 sq mm
  – Number of enable flip-flop cells: 0
  – Synthesis Warnings: 2
  – Synth Instances: 3,470
  – Synth Seq Share: 44.17%
  – Dominant flop cell: dfstp_2
  – Ys cells: 3,470

Worst hold path
  – Hold WC Path Type: flip-flop to flip-flop

Flow run
  – Max Cap Viol: 0
  – Tool Warnings: 45
worst min-delay path, delay by kind of cell (launching register included):
family             cells  cell delay (ns)
DFF                    1             0.37
and+or+nand+nor        1             0.09
AOI/OAI and AO/OA      1             0.04
per-layer routing:
layer | share of wire [%] | GRT usage (%) | wire, um
met1 | 32 | 74.31 | 61130
met2 | 36 | 79.39 | 69440
met3 | 20 | 52.32 | 37920
met4 | 11 | 51.55 | 21360
met5 | 1.0 | 31.13 | 1943
placed cells by master (no fill, tap or decap), types with 9 or more instances in the layout:
| master | synthesis | layout |
|---|---|---|
| nand4_1 | 81 | 81 |
| and3b_1 | 29 | 29 |
| a31oi_1 | 522 | 522 |
| nand4b_1 | 9 | 9 |
| nor2_1 | 825 | 825 |
| nand2_1 | 104 | 104 |
| a22o_1 | 34 | 34 |
| o2111ai_1 | 9 | 9 |
| nand3b_1 | 14 | 14 |
| nor2b_1 | 27 | 26 |
| mux2_2 | 16 | 16 |
| nor3_1 | 20 | 19 |
| dfstp_2 | 256 | 256 |
| clkinv_2 | 0 | 11 |
| clkbuf_1 | 182 | 18 |
| clkbuf_16 | 0 | 55 |
| nor3b_1 | 25 | 25 |
| a222oi_1 | 14 | 14 |
| nand2b_1 | 10 | 10 |
| a21oi_1 | 62 | 62 |
| and4b_1 | 18 | 18 |
| diode_2 | 0 | 45 |
| mux2i_1 | 13 | 13 |
| o22ai_1 | 32 | 32 |
| nor4_1 | 29 | 26 |
| o21ai_0 | 73 | 73 |
| a221oi_1 | 27 | 27 |
| nor4bb_4 | 0 | 18 |
| o32ai_1 | 14 | 14 |
| nand3_1 | 196 | 196 |
| a32oi_1 | 25 | 25 |
| o211ai_1 | 37 | 37 |
| clkdlybuf4s50_1 | 0 | 15 |
| inv_1 | 10 | 9 |
| a22oi_1 | 128 | 128 |
| buf_4 | 17 | 166 |
| dfrtp_1 | 256 | 256 |
| and3_1 | 30 | 30 |
kinds of logic (layout without fill, tap and decap cells):
group	Yosys count	after routing	synth area share (%)
AOI/OAI and AO/OA	1047	1047	23.83
xor gates and xnor gates	4	4	0.1179
buffers and inverters	373	303	6.148
DFF	512	512	44.17
muxes	37	37	1.384
other	0	45	0
and+or+nand+nor	1497	1497	24.35
stage by stage:
stage               power, W  utilization (%)  setup slack, ns
floorplan           0.002371                -            1.097
global placement    0.002564            52.35            1.994
detailed placement  0.002566            52.35            2.008
CTS                 0.004586            55.29            1.984
global route        0.004688            55.38            1.905
finish              0.004645            55.49            1.714
final timing paths:
path | from | to | slack, ns | depth (start not counted)
worst max-delay path | tagE[5] | Valid[80][0]$_DFFE_PP1P_ | 1.71 | 14
worst min-delay path | Valid[135][0]$_DFFE_PP1P_ | Valid[135][0]$_DFFE_PP1P_ | 0.50 | 2
min in group asynchronous | rst | Valid[24][1]$_DFFE_PP0P_ | 1.84 | 2
worst max register to register | Valid[228][0]$_DFFE_PP1P_ | Valid[80][0]$_DFFE_PP1P_ | 4.28 | 11
max in group asynchronous | rst | Valid[2][1]$_DFFE_PP0P_ | 5.48 | 5
worst min register to register | Valid[135][0]$_DFFE_PP1P_ | Valid[135][0]$_DFFE_PP1P_ | 0.50 | 2
synth_stat cells (27+ instances only):
cell      number  area share (%)
buf_2        123             2.1
nor2_1       825              10
a22o_1        34             1.0
nor2b_1       27            0.57
a31oi_1      522              11
clkbuf_1     182             2.3
dfrtp_1      256              22
and3_1        30            0.63
buf_6         28             1.1
dfstp_2      256              23
and3b_1       29            0.85
nand3_1      196             3.3
nor4_1        29            0.61
o21ai_0       73             1.2
nand4_1       81             1.7
a21oi_1       62             1.0
a22oi_1      128             3.2
nand2_1      104             1.3
o211ai_1      37            0.93
a221oi_1      27            0.80
o22ai_1       32            0.67
power by group through the flow:
stage	logic (W)	clock network, W	registers [W]
4_1_cts	0.000400	0.00205	0.00213
5_1_grt	0.000426	0.00213	0.00213
6_report	0.000439	0.00207	0.00213
cell type report:
class	count	share of cell area (%)
tap	773	2.959
multi-input combinational	2585	46.46
clock buffer	78	4.628
antenna	45	0.3445
timing repair buffer	189	4.624
inverter	10	0.1263
sequential	512	40.18
clock inverter	26	0.6814
Power is estimated from default activity; no workload was simulated.
