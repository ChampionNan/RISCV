==> flow/design.v <==
`timescale 1ns / 1ps
module RegisterFile(
    input wire clk,
    input wire rst,
    input wire write_en,
    input wire [4:0] addr1, addr2, wb_addr,
    input wire [31:0] wb_data,
    output wire [31:0] reg1, reg2
    );
    reg [31:0] reg_file[31:1];
    integer i;
    initial
    begin
        for(i = 1; i < 32; i = i + 1) 
            reg_file[i][31:0] <= 32'b0;
    end
    always@(negedge clk or posedge rst) 
    begin 
        if (rst)
            for (i = 1; i < 32; i = i + 1) 
                reg_file[i][31:0] <= 32'b0;
        else if(write_en && (wb_addr != 5'h0))
            reg_file[wb_addr] <= wb_data;   
    end
    assign reg1 = (addr1 == 5'b0) ? 32'h0 : reg_file[addr1];
    assign reg2 = (addr2 == 5'b0) ? 32'h0 : reg_file[addr2];
endmodule
==> flow/run.sh <==
#!/bin/bash
# OpenROAD 26Q1-2900-gdf79404cd8, Yosys 0.63+post, stock flow scripts
make -C /OpenROAD-flow-scripts/flow DESIGN_CONFIG=/design/flow/config.mk WORK_HOME=/design/flow/orfs finish
==> flow/config.mk <==
export PLATFORM = sky130hd
export DESIGN_NAME = RegisterFile
export DESIGN_NICKNAME = RegisterFile
export VERILOG_FILES = /design/flow/design.v
export SDC_FILE = /design/flow/constraint.sdc
export NUM_CORES = 4
export LEC_CHECK = 1
export CORE_UTILIZATION = 50
==> flow/constraint.sdc <==
current_design RegisterFile

set clk_period 10.3
set clk_io_pct 0.2

create_clock -name clk0 -period $clk_period [get_ports {clk}]

set non_clock_inputs [all_inputs -no_clocks]
set_input_delay [expr $clk_period * $clk_io_pct] -clock clk0 $non_clock_inputs
set_output_delay [expr $clk_period * $clk_io_pct] -clock clk0 [all_outputs]
==> reports/results.ini <==
[route]
vias=42464
via_per_inst=7.661
first_pass_iters=9
ant_nets=0
drc=0
wl_um=238800
routedWlPerCell_um=43.08
drt_iter0_drc=5680

[placement]
io_buffers=113
dp_hpwl_um=132200
placed_area_sq_mm=0.05299
gp_congestion=1.013

[cts]
clkTransAtPathRegs_ns=0.05
cts-root-buf=clkbuf_16
htree_num_levels=3
cts_made_buffers=106
clock-sinks=992
clock_latency_ns=0.64
cts_setup_buffers=0
cts_buffer_depth=3
ctsHoldBuffers=0
tritoncts=built

[synth]
yosysCellCount=4154
synth_area_sq_mm=0.04929
yosysSeqAreaShare_pct=50.36
ys.flop_type=dfrtn_1
avgSynthCellArea_sq_um=11.87
synthArstFlopShare_pct=100.0
ys_warn_count=2
yosysChipArea_sq_mm=0.04929
edf_count=0
postSynthCellCount=4154
synth-seq-cells=992
ys_types=56

[global_route]
grt_pass1_wl_um=329700
grtUsageTotal_pct=50.73
antenna_found_initial=7
grt_pass1_vias=41567
overflow=0
grt_max_degree=128

[cells_and_area]
drive_gt1_share_pct=34.61
logic_area_sq_mm=0.02305
postLayoutCellArea_sq_mm=0.05668
postLayoutCoreUtil_pct=58.35
top_regs=reg_file (992)
syn2layout_area_growth_pct=14.98
regMostFlops=reg_file
largest_reg_flops=992
fillCellCount=7838
seq_area_sq_mm=0.02482

[setup_path]
worst_setup_path_start_kind=flip-flop
cp.arrival_ns=8.19
cp-end-kind=output pin
r2r_setup_slack_ns=9.43
critPathMaxFanout=3
cp.required_ns=8.24
worstSetupPathType=reg2out

[timing]
finalMaxSlewViolations=0
setup_viol=0
final.setup.tns_ns=0
relSlewSlack_pct=22.66
fin_hold_ws_ns=0.4661
finClkSkew_ns=0
worstMarginPinSlew_ns=1.157
rsz0062_at_grt=no
hold_viol=0

[die]
dieArea_sq_mm=0.09985
fp.dieH_um=316.0
die_w_um=316.0
fp_util_pct=50.75
core-area_sq_mm=0.09714
rows=114
ios=114

[outcome]
status=finished, final reports clean

[pwr]
vdd_drop_max_uv=157.2
p_leak_uw=0.02447
power_density_mw_per_mm2=194.2
power_uw=11010

[run]
warnings=32
max-cap-violations=0

[hold_path]
hp-class=reg2reg

critical path, stage by stage (launching register included):
cell	delay, ns
dfrtn_1	0.36
mux2i_1	0.32
nor3_1	0.11
a2111oi_1	0.46
nand4_1	0.15
nor3_1	0.30
nor2_1	0.22
clkdlybuf4s50_1	0.46
power by group:
| group | internal, uW | leakage (uW) | switching, uW | total, uW |
|---|---|---|---|---|
| clock | 2410 | 0.00180 | 1660 | 4080 |
| combinational | 812 | 0.00997 | 699 | 1510 |
| sequential | 4730 | 0.0127 | 691 | 5420 |
| total | 7960 | 0.0245 | 3050 | 11000 |
per-layer routing:
layer	wire, um	global-route usage [%]	vias up	share of wire (%)
met5	555	4.498	-	0.23
met1	80800	64.33	21153	34
met4	18710	26.69	29	7.8
li1	-	-	16058	-
met3	46380	36.34	1298	19
met2	92370	64.36	3926	39
worst paths after layout:
kind | startpoint | to | cells past startpoint
min in group asynchronous | rst | reg_file[18][1]$_DFFE_NP0P_ | 2
worst min-delay path | reg_file[25][4]$_DFFE_NP0P_ | reg_file[25][4]$_DFFE_NP0P_ | 1
worst max register to register | reg_file[28][13]$_DFFE_NP0P_ | reg_file[28][13]$_DFFE_NP0P_ | 1
worst min register to register | reg_file[25][4]$_DFFE_NP0P_ | reg_file[25][4]$_DFFE_NP0P_ | 1
max in group asynchronous | rst | reg_file[6][13]$_DFFE_NP0P_ | 4
worst max-delay path | reg_file[11][31]$_DFFE_NP0P_ | reg1[31] | 7
final cells by class:
type	count	area share [%]
antenna	5	0.02208
clock buffer	160	5.590
clock inverter	32	0.8919
inverter	4	0.03311
multi-input combinational	2738	40.67
sequential	992	43.80
tap	1276	2.817
timing repair buffer	336	6.177
repair_timing:
item | in CTS | in global routing
hold endpoints to repair | 0 | 0
setup endpoints to repair | 0 | 1
gates resized | 0 | 1
Yosys cell counts, drive strengths merged, types with 2 or more instances:
cell type	number	area, sq um
o211ai	2	15.01
a2111oi	8	70.07
nor4	20	125.1
a32oi	3	26.28
clkbuf	150	563.0
a221oi	20	175.2
nand4b	2	17.52
a31oi	17	106.4
nand3b	10	87.58
o21ai	13	65.06
buf	270	1403
and2	3	18.77
or3b	6	57.55
and4	5	43.79
a221o	4	40.04
and3	10	62.56
mux2i	11	110.1
nand2b	11	68.82
nor2b	8	50.05
a41oi	3	26.28
dfrtn	992	24820
mux2	993	11180
or3	4	35.03
and3b	2	17.52
a22oi	798	5991
inv	4	15.01
or2	5	31.28
a222oi	43	430.4
a22o	14	122.6
a211oi	2	15.01
nand4	113	706.9
nand2	173	651.9
nor2	140	606.8
nor3	56	291.5
nand3	59	295.3
nor3b	6	50.05
a21oi	169	845.8
kinds of logic after synthesis:
family	after synthesis	share of synthesized area (%)
DFF	992	50.36
and+or+nand+nor	634	6.559
AOI/OAI and AO/OA	1100	16.16
muxes	1004	22.91
buffers and inverters	424	4.018
metrics by stage:
step,std cells,setup slack (ns)
2_1_floorplan,4154,-10.20
3_3_place_gp,5346,0.6362
3_5_place_dp,5346,0.6172
6_report,5543,0.05036
5_1_grt,5540,0.06705
4_1_cts,5538,0.1293
placed cells by master (no fill, tap or decap), types with 17 or more instances in the layout:
master	count
a21oi_1	169
a221oi_1	20
a222oi_1	43
a22oi_1	798
a31oi_1	17
buf_12	56
buf_4	169
clkbuf_1	25
clkbuf_16	108
clkbuf_8	27
clkdlybuf4s50_1	111
dfrtn_1	992
mux2_2	979
nand2_1	158
nand3_1	56
nand4_1	113
nor2_1	70
nor2_4	69
nor3_1	52
nor4_1	20
Power figures rest on the tool's default switching activity, not on a simulated workload.
